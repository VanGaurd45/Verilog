==> design.v <==
`timescale 1ns / 1ps
module ALU(
    input clk,
    input reset,
    input [31:0] A, 
    input [31:0] B, 
    input [3:0] ALU_control, 
    output reg [31:0] result,
    output reg Z, 
    output reg N, 
    output reg C,
    output reg V
    );
    wire Cout;
    wire Z_wire, C_wire, V_wire, N_wire;
    wire [31:0] sum, mux1;
    reg [31:0] result_wire;
    assign mux1 = ALU_control[0] ? ~B : B;
    assign {Cout, sum} = A + mux1 + ALU_control[0];
    always @(*) begin
        case(ALU_control)
            4'b0000:  result_wire = sum;                                 
            4'b0001:  result_wire = sum;                                 
            4'b0010:  result_wire = A | B;                               
            4'b0011:  result_wire = A & B;                               
            4'b0100:  result_wire = A ^ B;                               
            4'b0101:  result_wire = A << B[4:0];                         
            4'b0110:  result_wire = A >> B[4:0];                         
            4'b0111:  result_wire = {31'b0, $signed(A) < $signed(B)};    
            4'b1000:  result_wire = {31'b0, A < B};                      
            default:  result_wire = 32'b0;
        endcase
    end 
    assign Z_wire = (result_wire == 32'b0);
    assign N_wire = result_wire[31]; 
    assign C_wire = (ALU_control[3:1] == 3'b000) & Cout;
    assign V_wire = (ALU_control[3:1] == 3'b000) & (A[31] == mux1[31]) & (result_wire[31] != A[31]);
    always @(posedge clk or posedge reset) begin
        if(reset) begin
            result <= 32'b0;
            Z <= 0;
            N <= 0;
            V <= 0;
            C <= 0;
        end
        else begin
            result <= result_wire;
            Z <= Z_wire;
            N <= N_wire;
            V <= V_wire;
            C <= C_wire;
        end
    end
endmodule
==> run.sh <==
#!/bin/bash
# OpenROAD 26Q1-2900-gdf79404cd8, Yosys 0.63+post, stock flow scripts
make -C /OpenROAD-flow-scripts/flow DESIGN_CONFIG=/design/flow/config.mk WORK_HOME=/design/flow/orfs finish
==> config.mk <==
export PLATFORM = sky130hd
export DESIGN_NAME = ALU
export DESIGN_NICKNAME = ALU
export VERILOG_FILES = /design/flow/design.v
export SDC_FILE = /design/flow/constraint.sdc
export NUM_CORES = 4
export LEC_CHECK = 1
export CORE_UTILIZATION = 40
==> constraint.sdc <==
current_design ALU

set clk_period 1.0
set clk_io_pct 0.2

create_clock -name clk0 -period $clk_period [get_ports {clk}]

set non_clock_inputs [all_inputs -no_clocks]
set_input_delay [expr $clk_period * $clk_io_pct] -clock clk0 $non_clock_inputs
set_output_delay [expr $clk_period * $clk_io_pct] -clock clk0 [all_outputs]
==> impl_metrics.ini <==
; yosys + openroad results
[final_timing]
rsz0062_at_grt = true
hold_viol_final = 0
relSlewSlack = 0.447
worst_pin_slew_ns = 0.821
timing.final.crit_share = 3.79
worst_slack_ns = -2.79
tns_ns = -59.56
whs_ns = 0.278
slew_violations = 0
finalSetupViolCount = 36
fmax_mhz = 264
final.min_clock_period_ns = 3.79

[floorplanning]
dieHeight_um = 158
core_area_um2 = 23800
io_pins = 106
die_area_um2 = 25100
floorplan.rows = 56
fp_util = 0.412
die_w_um = 158

[placement]
io_buffers = 105
dp.cells = 2111
gp_congestion = 1.12
hpwl_mm = 43.9
dpl_cell_area_um2 = 15100
pre_cts_slack_ns = -3.51

[final_layout]
final_cells = 2230
stdcell_area_um2 = 17800
layout-drive-gt1-share = 0.548
fin_util = 0.751
layout_top_cell = buf_4
areaGrowthSynthToFinish_pct = 82.4
most-common-layout-cells = 541 x buf_4, 116 x ha_1, 89 x buf_6

[setup_path]
cp_data_required_time_ns = 1.18
cp.arrival_ns = 3.97
crit_fanout = 6
crit_type = in2reg
crit_path_end_kind = register
cp-start-kind = primary input
crit_start = B[8]

[cts]
clk_pin_slew_ns = 0.05
cts_buffers = 5
clock-root-buffer = clkbuf_16
clock_path_buffers = 2
cts_tree = done
cts.sinks = 35
cts_max_level = 2

[power]
peakVddDrop_mv = 1.02
p_per_area_nw_per_um2 = 826
p_total_mw = 14.7
p_leak_nw = 8.41

[routing]
drtIter0Drc = 1297
num_vias = 14000
drcViolationCount = 0
firstDrtPassIters = 5
vias_per_cell = 6.26
ant_nets = 0
wl_per_cell_um = 27.2
drt-total-wl_mm = 60.7

[global_route]
grt_pass1_wl_mm = 81.6
gr-total-overflow = 0
antenna_found_initial = 5
first_global_vias = 12900
grt_usage = 0.460
grt_max_degree = 36

[yosys]
ys_sh_adder = 0.171
synthesis.instances = 1231
synth_seq_share = 0.0896
edf_count = 0
synth_flops = 35
syn_area_um2 = 9780
ys_sh_aoi = 0.255
ys_area_um2 = 9780
synth.mux.area_fraction = 0.194
ys.flop_type = dfrtp_1
xor_area_frac = 0.0448
ys_sh_simple = 0.171
topCombFamilyByArea = AND-OR/OR-AND gates
avgSynthCellArea_um2 = 7.94
ys_cells = 1231
yosys_warnings = 1
synth_cell_types = 83
async_reset_ff_frac = 1.00

[status]
status = complete, but fails checks
failed_checks = negative setup slack

[flow_run]
openroad.warnings = 97
drv_cap = 0

[worst_hold_path]
hp-class = in2async
critical path, stage by stage:
cell	delay, ns
clkdlybuf4s15_2	0.26
xor2_1	0.24
ha_4	0.28
o21ai_0	0.66
nor2_1	0.13
nor2_2	0.29
a21oi_4	0.12
or3_4	0.40
a31o_4	0.27
or4b_4	0.52
nor4_4	0.28
nand4b_1	0.14
nor4_2	0.16
timing repair:
item                                   CTS  global route
endpoints found under the hold margin    0             0
hold buffers                             0             0
pin swaps                              114           105
gates cloned                             2             0
buffers inserted                        90            54
resized                                483           170
setup endpoints to repair               71            63
how the worst max path moves through the flow:
stage,end,cells past startpoint
after CTS,Z$_DFF_PP0_,12
after global routing,Z$_DFF_PP0_,14
final,Z$_DFF_PP0_,13
state kept, by name, summed over array words and instances (netlist names):
signal  cells
V           1
Z           1
result     31
N           1
C           1
cells in the mapped netlist (all sizes together) (18+ instances only):
library cell	instances	area, um2
ha	132	1650
nand2	97	364
nor2	92	345
inv	89	334
a21oi	74	370
o21ai	72	360
mux2i	52	528
clkbuf	50	188
mux2	46	529
xor2	42	368
mux4	37	837
buf	35	206
dfrtp	35	876
a22oi	23	173
nand3	23	115
nor3	22	110
a211oi	20	150
nand4	18	113
nor4	18	119
routing by layer:
layer | vias up | track usage | routed length, um
met4 | 6 | 0.184 | 3510
met5 | - | 0.0311 | 127
met3 | 256 | 0.146 | 8330
met1 | 6645 | 0.618 | 23500
met2 | 1043 | 0.685 | 25200
li1 | 6009 | - | -
layout make-up:
cell class,instances,area (um2)
Multi-Input combinational cell,1020,9750
Sequential cell,35,876
Antenna cell,1,2.50
Tap cell,319,399
Fill cell,1518,5910
Clock inverter,1,5.00
Clock buffer,7,133
Timing Repair Buffer,756,6330
Inverter,91,350
power breakdown:
part / total [mW] / leakage [nW] / switching [mW] / internal, mW
sequential: 1.61 / 0.464 / 0.0387 / 1.58
combinational: 11.7 / 7.88 / 5.95 / 5.78
clock: 1.40 / 0.0679 / 0.486 / 0.915
total: 14.7 / 8.41 / 6.48 / 8.27
kinds of logic (layout without fill, tap and decap cells):
kind of cell / after synthesis / count (layout)
xor gates and xnor gates: 50 / 50
DFF: 35 / 35
AOI/OAI and AO/OA: 361 / 361
other: 0 / 1
and+or+nand+nor: 341 / 341
muxes: 135 / 135
adders and majority gates: 133 / 133
buffers and inverters: 176 / 855
Power and IR drop assume default switching activity.
