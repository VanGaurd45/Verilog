### /design/flow/config.mk
export PLATFORM = sky130hd
export DESIGN_NAME = UART_Rx
export DESIGN_NICKNAME = UART_Rx
export VERILOG_FILES = /design/flow/design.v
export SDC_FILE = /design/flow/constraint.sdc
export NUM_CORES = 4
export LEC_CHECK = 1
export CORE_AREA = 10 10 94 94
export DIE_AREA = 0 0 104 104
### /design/flow/constraint.sdc
current_design UART_Rx

set clk_period 2.6
set clk_io_pct 0.2

create_clock -name clk0 -period $clk_period [get_ports {clk}]

set non_clock_inputs [all_inputs -no_clocks]
set_input_delay [expr $clk_period * $clk_io_pct] -clock clk0 $non_clock_inputs
set_output_delay [expr $clk_period * $clk_io_pct] -clock clk0 [all_outputs]
### /design/flow/design.v
`timescale 1ns / 1ps
module UART_Rx
#(
    parameter clk_freq = 10000000,              
    parameter baudrate = 115200
)
(
    input clk,
    input rst,
    input data_in,
    output reg done,
    output [7:0] data_out
    );
localparam CLKS_PER_BIT = clk_freq/baudrate;
localparam IDLE_st = 2'd0;
localparam START_st = 2'd1;
localparam DATA_st = 2'd2;
localparam STOP_st = 2'd3;
reg [1:0] state = IDLE_st;
reg [$clog2(CLKS_PER_BIT):0] count = 0;
reg [7:0] data = 0;
reg [2:0] index;
reg rx_ff,rx;
always @(posedge clk) begin
        rx_ff <= data_in;
        rx <= rx_ff;
 end
 always @(posedge clk or negedge rst) begin
    if(!rst) begin
        state <= IDLE_st;
        count <= 0;
        done <= 0;
        index <= 0;
        data <= 0;
     end
     else begin
        done <= 0;
        case(state)
            IDLE_st: begin
                count <= 0;
                done <= 0;
                index <= 0;
                if(!rx) state <= START_st;
                else state <= IDLE_st;
            end
            START_st: begin
                if(count == (CLKS_PER_BIT-1)/2)                  
                    if(!rx) begin                                
                            count <= 0;
                            state <= DATA_st;
                        end
                    else state <= IDLE_st;                       
                 else count <= count + 1;
            end
            DATA_st: begin
                 if (count == CLKS_PER_BIT-1) begin
                    count <= 0;
                    data[index] <= rx;                           
                    if (index < 7) index <= index + 1;
                    else state <= STOP_st;                       
                 end
                 else count <= count + 1;
            end 
            STOP_st: begin
                if(count < CLKS_PER_BIT-1) count <= count + 1;
                else begin
                    done <= 1;
                    state <= IDLE_st;
                end
            end
            default: 
                state <= IDLE_st;
            endcase
        end 
 end
assign data_out = data;
endmodule
### /design/flow/run.sh
#!/bin/bash
# OpenROAD 26Q1-2900-gdf79404cd8, Yosys 0.63+post, stock flow scripts
make -C /OpenROAD-flow-scripts/flow DESIGN_CONFIG=/design/flow/config.mk WORK_HOME=/design/flow/orfs finish
==> flow_summary.html <==
<p>Metrics extracted from the flow reports.</p>
<table>
<tr><th>Metric</th><th>Value</th></tr>
<tr><th colspan="2">Place</th></tr>
<tr><td>Placer congestion estimate</td><td>0.8087</td></tr>
<tr><td>IO buf count</td><td>11</td></tr>
<tr><td>Final HPWL DP</td><td>2096 um</td></tr>
<tr><td>Area after detailed placement</td><td>~1600 um2</td></tr>
<tr><th colspan="2">GRT</th></tr>
<tr><td>Overall track demand over capacity in global routing</td><td>5.516%</td></tr>
<tr><td>Pin count of the biggest net entering global routing</td><td>23</td></tr>
<tr><td>Initial antenna violation count</td><td>0</td></tr>
<tr><td>First-pass GRT wire length</td><td>5319 um</td></tr>
<tr><td>Total congestion overflow</td><td>0</td></tr>
<tr><td>Via count of the first global-routing pass</td><td>~1,100</td></tr>
<tr><th colspan="2">Floorplanning</th></tr>
<tr><td>Horizontal die size</td><td>roughly 100 um</td></tr>
<tr><td>Height of the die</td><td>about 100 um</td></tr>
<tr><td>Site Rows</td><td>30</td></tr>
<tr><td>Core Util at FP</td><td>a little over a fifth</td></tr>
<tr><td>Floorplan Core Area</td><td>between 6000 and 7000 um2</td></tr>
<tr><td>Chip area</td><td>~11,000 um2</td></tr>
<tr><td>Top Ports</td><td>12</td></tr>
<tr><th colspan="2">Final timing</th></tr>
<tr><td>Final TNS setup</td><td>0 ns</td></tr>
<tr><td>Peak clock frequency supported by timing</td><td>between 400 and 500 MHz</td></tr>
<tr><td>Clock Skews</td><td>around 0.004 ns</td></tr>
<tr><td>Post-route clock period utilization</td><td>76.92%</td></tr>
<tr><td>Number of endpoints with negative hold slack in the final report</td><td>0</td></tr>
<tr><td>Worst-Margin Slew</td><td>approximately 0.62 ns</td></tr>
<tr><td>Setup repair after global routing missed its margin</td><td>false</td></tr>
<tr><td>Max-Slew Margin vs Limit</td><td>58.35%</td></tr>
<tr><td>Number of setup violations in the final report</td><td>0</td></tr>
<tr><td>Fin. max-slew vios</td><td>0</td></tr>
<tr><td>Time the final worst path needs with I/O delays and setup</td><td>about 2 ns</td></tr>
<tr><th colspan="2">Power and ir drop</th></tr>
<tr><td>Worst vdd ir</td><td>~0.00016 V</td></tr>
<tr><td>Pwr dens</td><td>452.6 nW/um2</td></tr>
<tr><td>Leakage dissipation</td><td>0.0006744 uW</td></tr>
<tr><th colspan="2">Routing</th></tr>
<tr><td>Mean number of vias per cell</td><td>approximately 4.5</td></tr>
<tr><td>Drt first-iter violations</td><td>96</td></tr>
<tr><td>Drt first pass iters</td><td>4</td></tr>
<tr><td>Sum of routed wire length over all layers</td><td>roughly 3000 um</td></tr>
<tr><td>DR WL/cell</td><td>approximately 12 um</td></tr>
<tr><td>Number of vias in the routed layout</td><td>about 1,100</td></tr>
<tr><td>Remaining antenna violation count</td><td>0</td></tr>
<tr><td>Inserted Diodes</td><td>0</td></tr>
<tr><td>DRC violations left</td><td>0</td></tr>
<tr><th colspan="2">Synthesis</th></tr>
<tr><td>Yosys chip area</td><td>~1400 um2</td></tr>
<tr><td>Number of synthesized flops with an enable pin</td><td>0</td></tr>
<tr><td>Post-synth ARST share</td><td>91.67%</td></tr>
<tr><td>Flops &amp; latches, synth</td><td>24</td></tr>
<tr><td>Most area-consuming cells after synthesis</td><td>sky130_fd_sc_hd__dfrtp_1 (39%), sky130_fd_sc_hd__ha_1 (6.1%), sky130_fd_sc_hd__mux2_2 (4.7%)</td></tr>
<tr><td>Most used DFF post-synth</td><td>sky130_fd_sc_hd__dfrtp_1</td></tr>
<tr><td>Number of cells in Yosys stat</td><td>about 150</td></tr>
<tr><td>Summed instance area of the synthesized netlist</td><td>about 1400 um2</td></tr>
<tr><td>Part of the Yosys area used for sequential elements</td><td>a little over 40%</td></tr>
<tr><td>Cell taking the most area after synthesis</td><td>sky130_fd_sc_hd__dfrtp_1</td></tr>
<tr><td>Yosys warning count</td><td>1</td></tr>
<tr><td>Synthesized instance count</td><td>between 100 and 150</td></tr>
<tr><td>Proportion of netlist area held by the largest area contributor</td><td>38.53%</td></tr>
<tr><td>Average footprint of a synthesized cell</td><td>9.720 um2</td></tr>
<tr><td>Netlist cell types</td><td>about 45</td></tr>
<tr><th colspan="2">Worst setup path</th></tr>
<tr><td>Worst path arrival time</td><td>between 2 and 2.5 ns</td></tr>
<tr><td>Kind of start point of the critical path</td><td>flop</td></tr>
<tr><td>Worst path required time</td><td>about 2.8 ns</td></tr>
<tr><td>CP Capture Type</td><td>flop</td></tr>
<tr><td>Critical path class</td><td>flop to flop</td></tr>
<tr><td>Register-to-Register Setup Slack</td><td>approximately 0.60 ns</td></tr>
<tr><td>Crit path max fanout</td><td>7</td></tr>
<tr><th colspan="2">Clocking</th></tr>
<tr><td>Clock input transition at the sequential cells of the worst setup and hold paths</td><td>about 0.09 ns</td></tr>
<tr><td>CTS tree</td><td>built</td></tr>
<tr><td>Resized Gates After CTS</td><td>0</td></tr>
<tr><td>Buffers inserted by post-CTS timing repair</td><td>0</td></tr>
<tr><td>Clk buf depth</td><td>2</td></tr>
<tr><td>Root buffer cell</td><td>sky130_fd_sc_hd__clkbuf_8</td></tr>
<tr><td>CTS Hold Buffers Added</td><td>0</td></tr>
<tr><td>Sinks on the clock net</td><td>24</td></tr>
<tr><td>Inserted Clock Buffers</td><td>3</td></tr>
<tr><td>Clock latency on the worst-skew pair</td><td>between 0.2 and 0.3 ns</td></tr>
<tr><td>Depth of the CTS H-tree</td><td>1</td></tr>
<tr><th colspan="2">Finish</th></tr>
<tr><td>Area delta synth-&gt;final</td><td>18.04%</td></tr>
<tr><td>Most common logic cell in the routed design</td><td>sky130_fd_sc_hd__dfrtp_1</td></tr>
<tr><td>Fraction of layout instances using a drive strength above 1</td><td>between 10% and 20%</td></tr>
<tr><td>Filler Cells Inserted</td><td>between 700 and 800</td></tr>
<tr><td>Most instantiated logic cells after routing</td><td>sky130_fd_sc_hd__dfrtp_1 (22), sky130_fd_sc_hd__clkdlybuf4s50_1 (11), sky130_fd_sc_hd__inv_1 (10)</td></tr>
<tr><td>Final standard cell area without fillers</td><td>1687 um2</td></tr>
<tr><th colspan="2">Outcome</th></tr>
<tr><td>Result of the run</td><td>completed</td></tr>
<tr><th colspan="2">Worst hold path</th></tr>
<tr><td>Hold/Removal Path Class</td><td>flop to flop</td></tr>
<tr><th colspan="2">Flow run</th></tr>
<tr><td>Number of warnings in the stage logs</td><td>30</td></tr>
<tr><td>Max-cap violations</td><td>0</td></tr>
</table>
## synth_stat cells (4+ instances only)
cell type and instances:
sky130_fd_sc_hd__a41o_1 4, sky130_fd_sc_hd__dfrtp_1 22, sky130_fd_sc_hd__nand4_1 6, sky130_fd_sc_hd__o21ai_0 8, sky130_fd_sc_hd__nor3_1 5, sky130_fd_sc_hd__nand2_1 6
sky130_fd_sc_hd__mux2_2 6, sky130_fd_sc_hd__clkbuf_1 6, sky130_fd_sc_hd__inv_1 10, sky130_fd_sc_hd__a21oi_1 6, sky130_fd_sc_hd__nor2_1 8, sky130_fd_sc_hd__ha_1 7
sky130_fd_sc_hd__nand3_1 7
## per-layer routing
layer | wire, um | vias to the layer above | global-route usage (%)
met5 | 0 | - | 0
met4 | 55 | 0 | 1.093
met3 | 67 | 2 | 0.5013
met2 | 1419 | 19 | 8.964
met1 | 1469 | 551 | 7.823
li1 | - | 560 | -
## critical path, cell delays in order (launching register included)
cell and delay, ns:
sky130_fd_sc_hd__dfrtp_1 0.45, sky130_fd_sc_hd__inv_1 0.11, sky130_fd_sc_hd__ha_1 0.14, sky130_fd_sc_hd__or4b_4 0.50, sky130_fd_sc_hd__o41ai_1 0.43, sky130_fd_sc_hd__o31ai_1 0.12, sky130_fd_sc_hd__a21oi_1 0.18
## through the flow
| stage | util, % | std cells | total power, uW | hold WS (ns) | setup slack [ns] |
|---|---|---|---|---|---|
| 2_1_floorplan | - | 147 | 481.2 | 0.2244 | 0.8049 |
| 3_3_place_gp | 23.88 | 247 | 509.7 | 0.3114 | 0.6643 |
| 4_1_cts | 24.69 | 251 | 773.4 | 0.3340 | 0.6275 |
| 6_report | 24.69 | 251 | 763.3 | 0.3326 | 0.6000 |
| 5_1_grt | 24.69 | 251 | 798.9 | 0.3633 | 0.4647 |
| 3_5_place_dp | 23.88 | 247 | 511.7 | 0.3121 | 0.6628 |
## cell families (layout without fill, tap and decap cells)
group,count (synthesis),count (layout),synth area share [%]
AND-OR/OR-AND,35,35,17.08
flip-flops,24,24,41.33
AND/OR/NAND/NOR,50,50,21.28
buffers and inverters,19,27,5.604
adder cells (fa/ha/maj),7,7,6.129
multiplexers,8,8,6.129
XOR/XNOR,4,4,2.452
## power breakdown
part,switching (uW),internal [uW],total (uW)
clock,123,135,258
sequential,32.0,387,419
combinational,46.2,40.3,86.5
## path summary, 6_finish.rpt
check | start | to | depth (start not counted)
max | count[0]$_DFFE_PN0P_ | count[2]$_DFFE_PN0P_ | 6
min | rx_ff$_DFF_P_ | rx$_DFF_P_ | 0
max reg2reg | count[0]$_DFFE_PN0P_ | count[2]$_DFFE_PN0P_ | 6
min reg2reg | rx_ff$_DFF_P_ | rx$_DFF_P_ | 0
max in group asynchronous | rst | state[0]$_DFFE_PN0P_ | 2
min in group asynchronous | rst | count[3]$_DFFE_PN0P_ | 2
## cell type report
class	instances	area, um2	share of cell area, %
Inverter	10	37.54	2.226
Multi-Input combinational cell	104	758.2	44.96
Timing Repair Buffer	13	125.1	7.418
Clock buffer	4	55.05	3.264
Sequential cell	24	590.6	35.01
Tap cell	96	120.1	7.122
## flip-flops by register name, summed over array words and instances (netlist names), named ones only
| name | flops |
|---|---|
| index | 3 |
| rx | 1 |
| count | 8 |
| rx_ff | 1 |
| data | 8 |
| state | 1 |
| done | 1 |
Power is estimated from default activity; no workload was simulated.
