<file path="flow/design.v">
`timescale 1ns/1ps
module baudrate_generator
#(
parameter cycle_tx = 5208,
  parameter cycle_rx = 325,
  parameter length_tx = 13,
  parameter length_rx = 10)
(input clk,input reset,output tx_en, output rx_en);
  reg [length_tx-1:0] count_tx;
  reg [length_rx-1:0] count_rx;
  always @(posedge clk or negedge reset) begin
    if(!reset)
      	count_tx <= 0;
  else
    count_tx <= (count_tx == cycle_tx-1) ? 0 : count_tx + 1;
  end
  always @(posedge clk or negedge reset) begin
    if(!reset)
      	count_rx <= 0;
  else
    count_rx <= (count_rx == cycle_rx-1) ? 0 : count_rx + 1;
  end
  assign tx_en = (count_tx == 0) ? 1 : 0;
  assign rx_en = (count_rx == 0) ? 1 : 0;
endmodule
</file>
<file path="flow/run.sh">
#!/bin/bash
# OpenROAD 26Q1-2900-gdf79404cd8, Yosys 0.63+post, stock flow scripts
make -C /OpenROAD-flow-scripts/flow DESIGN_CONFIG=/design/flow/config.mk WORK_HOME=/design/flow/orfs finish
</file>
<file path="flow/config.mk">
export PLATFORM = sky130hd
export DESIGN_NAME = baudrate_generator
export DESIGN_NICKNAME = baudrate_generator
export VERILOG_FILES = /design/flow/design.v
export SDC_FILE = /design/flow/constraint.sdc
export NUM_CORES = 4
export LEC_CHECK = 1
export CORE_AREA = 10 10 86 86
export DIE_AREA = 0 0 96 96
</file>
<file path="flow/constraint.sdc">
current_design baudrate_generator

set clk_period 2.6
set clk_io_pct 0.2

create_clock -name clk0 -period $clk_period [get_ports {clk}]

set non_clock_inputs [all_inputs -no_clocks]
set_input_delay [expr $clk_period * $clk_io_pct] -clock clk0 $non_clock_inputs
set_output_delay [expr $clk_period * $clk_io_pct] -clock clk0 [all_outputs]
</file>
==> notes.md <==
run metrics: Leak 0.0005547 uW, top cells by count dfrtp_1 (23), nand3_1 (9), xnor2_1 (8), final hold viol count 0, Async SR Flop Fraction 1.000, Worst Path Arrival 1.94 ns, Total Wirelength 2154 um, Synth Register Bits 23, Total GRT Usage 0.05191, final setup fails 0, OpenROAD warnings 27, first-pass GRT wire length 3933 um, die span in y 96 um, Period minus WS final 2.460 ns, via count 837, largest area contributor in the netlist dfrtp_1, # rows 27, share of layout cells above drive strength 1 0.1083, register area 575.6 um^2, Avg WL per Cell 11.22 um, die extent in x 96 um, GRT overflow 0, CTS max path bufs 2, number of enable flip-flop cells 0, drt first pass iters 4, # port buffers 3, sw frac 0.2113, Avg Cell Area, Syn 10.19 um^2, initial antenna violation count 0, area delta synth->final 15.69%, clock power share 0.380, Routed Antenna Nets 0, P per Cell Area 436.2 nW/um^2, DR DRC count 0, Crit Path Category reg -> out, Synth Seq Share 0.4909, boundary pin count 4, Starting Density 0.2116, top cells by area dfrtp_1 (49%), xnor2_1 (6.0%), ha_1 (4.3%), nand3_1 (3.8%), nand4_1 (3.7%), vias in the first global route 831, number of buffers created by CTS 3, Most common reg cell dfrtp_1, Gate power share 0.016, Finished Cell Area 1356 um^2, Yosys chip area 1172 um^2, Worst Skew 0.006486 ns, largest net degree at the start of global routing 24, gpl congestion 0.8015, Synth cell types 31, fillcell total 601, drt first-iter violations 47, Pins Over Slew Limit 0, htree depth 1, logic area 563.0 um^2, top-count cell post-synth dfrtp_1, Worst-path clk slew 0.08 ns, # Cells Yosys 115, Fmax 406.6 MHz, Root Driver clkbuf_8, P_sw 125.0 uW, Area leader share 0.4909, Sequential Power Share 0.604, Latency at later pin 0.26 ns, diodes inserted 0, chip area 9216 um^2, class of the worst hold path reg -> reg, YS warnings 1, Startpoint Class flip-flop, CTS sink cnt 23, Placed Area 1281 um^2, CTS tree done, fin crit share 0.9460, Pint 466.6 uW, DP HPWL 1400 um, Max VDD drop 0.2061 mV, WP data required 2.08 ns, Netlist Area Pre-Place 1172 um^2, worst-path fanout max 6, max_slew headroom 0.6998, setup_tns 0 ns, Least-Margin Pin Slew 0.4470 ns, RSZ-0062 raised after global routing no, outcome finished clean, Via-to-Cell Ratio 4.359, crit path capture type primary output, core area 5540 um^2, Max Cap Viol 0, Mapped Cells 115
## sequential cells by signal, summed over array words and instances, names as in the netlist
register and count:
count_tx 13, count_rx 10
## final timing paths
path,from,endpoint,slack (ns),depth (start not counted)
min in group asynchronous,reset,count_rx[7],0.60,2
setup reg to reg,count_rx[0],count_rx[1],0.79,5
hold / removal,count_tx[0],count_tx[0],0.47,1
max in group asynchronous,reset,count_tx[12],1.76,2
hold reg to reg,count_tx[0],count_tx[0],0.47,1
setup / recovery,count_tx[7],tx_en,0.14,3
## logic make-up after synthesis
| logic type | count (synthesis) | share of synthesized area |
|---|---|---|
| AND/OR/NAND/NOR | 51 | 0.2615 |
| flip-flops | 23 | 0.4909 |
| XOR/XNOR | 13 | 0.09712 |
| AND-OR/OR-AND | 12 | 0.06938 |
| buffers and inverters | 12 | 0.03843 |
| adder cells (fa/ha/maj) | 4 | 0.04269 |
## timing repair
action / CTS / global route
buffers inserted: 0 / 2
hold buffers: 0 / 0
resized: 0 / 3
hold endpoints to repair: 0 / 0
endpoints found under the setup margin: 0 / 1
## area by class of cell
type                    instances  area share
repair buffers                  6     0.04059
clock buffers                   3     0.03044
inverters                       7     0.01937
well taps                      72     0.06642
multi-input cells              80      0.4151
flip-flops and latches         23      0.4244
clock inverters                 1    0.003690
## metrics by stage
stage               power, uW  instances  utilization  hold slack (ns)  setup WS [ns]
detailed placement      374.6        186       0.2313           0.4687         0.3516
finish                  591.6        192       0.2448           0.4715         0.1404
global route            621.5        192       0.2448           0.5032        0.06039
floorplan               364.6        115            -           0.2244         0.9104
global placement        374.5        186       0.2313           0.4667         0.3729
CTS                     602.2        190       0.2396           0.4802        0.03064
## power by group through the flow
stage / Clock [uW] / Combinational [uW] / Sequential [uW]
4_1_cts: 235 / 10.1 / 357
5_1_grt: 253 / 11.1 / 357
6_report: 225 / 9.23 / 357
## critical path: stages (launching register included)
cell	delay [ns]
dfrtp_1	0.44
or4_4	0.56
nor3_1	0.18
clkdlybuf4s50_1	0.49
## layout by cell type, fill, tap and decap left out, types with 2 or more instances in the layout
cell	Yosys	layout
dfrtp_1	23	23
nand3_1	9	9
xnor2_1	8	8
inv_1	7	7
nand4_1	7	7
nand2_1	6	6
nor2_1	5	5
nor3_1	6	5
xor2_1	5	5
a21oi_1	4	4
ha_1	4	4
clkbuf_8	0	3
buf_4	0	3
or2_2	2	2
or4_1	2	2
nand2b_1	2	2
o21ai_0	2	2
and3_1	2	2
or3_1	2	2
nor4_1	2	2
clkdlybuf4s50_1	0	2
## layer usage
layer	GRT usage	wire (um)
met1	0.07556	1145
met2	0.07399	879
met3	0.01887	95
met4	0.007371	34
met5	0	0
Power figures rest on the tool's default switching activity, not on a simulated workload.
